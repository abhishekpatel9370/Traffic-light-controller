==> ./design.v <==
`timescale 1ns / 1ps
module traffic_controller (
    input wire clk,               
    input wire rst,               
    output reg [2:0] NS,          
    output reg [2:0] EW           
);
    parameter S_NS_GREEN   = 2'b00;
    parameter S_NS_YELLOW  = 2'b01;
    parameter S_EW_GREEN   = 2'b10;
    parameter S_EW_YELLOW  = 2'b11;
    reg [1:0] state;
    reg [3:0] count;
    reg [26:0] clk_div;
    reg one_sec_tick;
    always @(posedge clk or posedge rst) begin
        if (rst) begin
            clk_div <= 0;
            one_sec_tick <= 0;
        end else begin
            if (clk_div == 100_000_000 - 1) begin
                clk_div <= 0;
                one_sec_tick <= 1;
            end else begin
                clk_div <= clk_div + 1;
                one_sec_tick <= 0;
            end
        end
    end
    always @(posedge clk or posedge rst) begin
        if (rst) begin
            state <= S_NS_GREEN;
            count <= 0;
        end else if (one_sec_tick) begin
            case (state)
                S_NS_GREEN: begin
                    if (count == 4) begin   
                        state <= S_NS_YELLOW;
                        count <= 0;
                    end else begin
                        count <= count + 1;
                    end
                end
                S_NS_YELLOW: begin
                    if (count == 1) begin   
                        state <= S_EW_GREEN;
                        count <= 0;
                    end else begin
                        count <= count + 1;
                    end
                end
                S_EW_GREEN: begin
                    if (count == 4) begin   
                        state <= S_EW_YELLOW;
                        count <= 0;
                    end else begin
                        count <= count + 1;
                    end
                end
                S_EW_YELLOW: begin
                    if (count == 1) begin   
                        state <= S_NS_GREEN;
                        count <= 0;
                    end else begin
                        count <= count + 1;
                    end
                end
                default: begin
                    state <= S_NS_GREEN;
                    count <= 0;
                end
            endcase
        end
    end
    always @(*) begin
        case (state)
            S_NS_GREEN: begin
                NS = 3'b001;   
                EW = 3'b100;   
            end
            S_NS_YELLOW: begin
                NS = 3'b010;   
                EW = 3'b100;   
            end
            S_EW_GREEN: begin
                NS = 3'b100;   
                EW = 3'b001;   
            end
            S_EW_YELLOW: begin
                NS = 3'b100;   
                EW = 3'b010;   
            end
            default: begin
                NS = 3'b100;
                EW = 3'b100;
            end
        endcase
    end
endmodule
==> ./run.sh <==
#!/bin/bash
# OpenROAD 26Q1-2900-gdf79404cd8, Yosys 0.63+post, stock flow scripts
make -C /OpenROAD-flow-scripts/flow DESIGN_CONFIG=/design/flow/config.mk WORK_HOME=/design/flow/orfs finish
==> ./config.mk <==
export PLATFORM = sky130hd
export DESIGN_NAME = traffic_controller
export DESIGN_NICKNAME = traffic_controller
export VERILOG_FILES = /design/flow/design.v
export SDC_FILE = /design/flow/constraint.sdc
export NUM_CORES = 4
export LEC_CHECK = 1
export CORE_AREA = 10 10 112 112
export DIE_AREA = 0 0 122 122
==> ./constraint.sdc <==
current_design traffic_controller

set clk_period 5.7
set clk_io_pct 0.2

create_clock -name clk0 -period $clk_period [get_ports {clk}]

set non_clock_inputs [all_inputs -no_clocks]
set_input_delay [expr $clk_period * $clk_io_pct] -clock clk0 $non_clock_inputs
set_output_delay [expr $clk_period * $clk_io_pct] -clock clk0 [all_outputs]
==> flow_summary.ini <==
; flow metrics
[outcome]
outcome = finished, final reports clean

[critical_path]
rr_endpoint = clk_div[1]$_DFF_PP0_
startpoint_type = flip-flop
cp.arrival_ns = 1.46
r2r-start = clk_div[0]$_DFF_PP0_
cp-startpoint = state[3]$_DFF_PP0_
cp_data_required_time_ns = 4.56
worst-r2r-setup-slack_ns = 3.75
cp_max_fo = 6
criticalPathCategory = reg2out
cp-end-kind = output port
r2r_cells = 6

[detailed_routing]
dr.pass1.iters = 4
ant_nets = 0
wl_um = 3030
drt-initial-drc-count = 89
wl_per_cell_um = 9.31
vias = 1238
via_per_inst = 3.80
drcViolationCount = 0
n_antenna_cell = 0

[clock_tree]
clock-root-buffer = clkbuf_8
cts_num_sinks = 36
clk_pin_slew_worst_paths_ns = 0.07
cts_max_path_buffers = 2
cts_resized = 0
cts_setup_buffers = 0
clock_latency_ns = 0.28
cts_tree = built
cts_max_level = 2
postCtsHoldBufs = 0
cts_buffers = 5

[logic_synthesis]
ys_ff = 36
synth_cells = 180
edf_count = 0
topCellsByArea = dfrtp_1, xor2_1, nor2_1, nand2_1, nand3_1
synth_top_area_share_pct = 48.6
synth_seq_share_pct = 50.1
synth_warnings = 1
netlist_area_sq_um = 1800
synth.yosys.chip_area_sq_um = 1800
synthTopCellsByCount = dfrtp_1, nor2_1, nand2_1, xor2_1, nand3_1
synth_top_cell_by_count = dfrtp_1
avgSynthCellArea_sq_um = 10.0
synth_cell_types = 34
ys_cells = 180
async_reset_ff_share_pct = 100
synth-main-ff-cell = dfrtp_1
yosysTopAreaCell = dfrtp_1

[job]
warning_count = 27
maxCapViolations = 0

[place]
hpwl_um = 2050
port-buffer-count = 7
routabilityCongestion = 0.785
dpl_cell_area_sq_um = 2020

[power]
power_density_nw_per_um2 = 214
max-vdd-ir-drop_uv = 88.5
power.leakage_uw = 0.000922

[floorplan]
fp_util_pct = 17.6
num_rows = 37
core_sq_um = 10200
io_pins = 8
die_w_um = 122
dieArea_sq_um = 14900
fp.dieH_um = 122

[global_route]
grt_pass1_wl_um = 5330
grt_max_degree = 37
antenna_found_initial = 0
grt_pass1_vias = 1162
grt_use_total_pct = 4.24
overflow = 0

[timing]
finalCritPeriodShare_pct = 45.6
hold_viol_final = 0
rsz0062_at_grt = false
clock_skew_ns = 0.00350
setup_tns_ns = 0
maxSlewHeadroom_pct = 65.4
tightest_slew_ns = 0.514
slew_viol_final = 0
fin_crit_ns = 2.60
fmax_mhz = 385
setup_viol = 0

[hold_path]
min_path_type = reg2reg
worstHoldStart = clk_div[0]$_DFF_PP0_
min_path_cells = 1
min_to = clk_div[0]$_DFF_PP0_

[final_layout]
layout-drive-gt1-share_pct = 8.42
stdcell_area_sq_um = 2120
area_growth_pct = 17.7
[critical path: stages (launching register included)]
cell             delay (ns)
dfrtp_1                0.43
nor2_1                 0.15
inv_1                  0.06
nor2_1                 0.08
clkdlybuf4s50_1        0.46
[cells in the final DEF, fill, tap and decap left out, drive strengths merged]
| cell | n |
|---|---|
| nand3 | 15 |
| nand2b | 1 |
| a21oi | 5 |
| o21ai | 3 |
| and3 | 3 |
| dfstp | 1 |
| ha | 4 |
| inv | 6 |
| nor4 | 3 |
| nor2b | 2 |
| nand4 | 6 |
| clkdlybuf4s50 | 7 |
| and4 | 1 |
| o211ai | 1 |
| nor2 | 28 |
| nand2 | 20 |
| a21boi | 1 |
| buf | 1 |
| dfrtp | 35 |
| xor2 | 16 |
| mux2i | 4 |
| a31oi | 3 |
| clkbuf | 7 |
| o2bb2ai | 1 |
| and2 | 1 |
| or4b | 1 |
| o22ai | 2 |
| xnor2 | 7 |
| nor3 | 4 |
| nor4b | 1 |
[metrics by stage]
| step | total power, uW | cells | hold WS [ns] | util, % | setup WS, ns |
|---|---|---|---|---|---|
| 2_1_floorplan | 264 | 180 | 0.430 | - | 3.76 |
| 6_report | 454 | 326 | 0.464 | 20.7 | 3.10 |
| 3_5_place_dp | 267 | 319 | 0.456 | 19.8 | 3.40 |
| 4_1_cts | 461 | 326 | 0.466 | 20.7 | 3.08 |
| 3_3_place_gp | 267 | 319 | 0.446 | 19.8 | 3.40 |
| 5_1_grt | 479 | 326 | 0.491 | 20.7 | 3.01 |
[logic make-up (layout without fill, tap and decap cells)]
family / Yosys count / after routing / share of synthesized area (%)
AOI/OAI and AO/OA: 16 / 16 / 5.28
xor gates and xnor gates: 23 / 23 / 11.2
adders and majority gates: 4 / 4 / 2.78
buffers and inverters: 11 / 21 / 2.71
DFF: 36 / 36 / 50.1
muxes: 4 / 4 / 2.22
and+or+nand+nor: 86 / 86 / 25.7
[power by group]
group | leakage (uW) | switching, uW | internal (uW)
clock | 0.0000503 | 84.6 | 108
sequential | 0.000490 | 0 | 255
combinational | 0.000382 | 4.90 | 1.10
total | 0.000922 | 89.5 | 364
[routing by layer]
| layer | up-vias | GRT usage, % | part of all wire [%] |
|---|---|---|---|
| met5 | - | 0 | 0 |
| met4 | 0 | 0.447 | 0.33 |
| met3 | 2 | 1.41 | 4.6 |
| met2 | 13 | 6.43 | 43 |
| met1 | 592 | 5.98 | 52 |
| li1 | 631 | - | - |
[how the worst max path moves through the flow]
stage / slack, ns / endpoint / cells after the start
4_1_cts: 3.08 / NS[0] / 4
5_1_grt: 3.01 / NS[0] / 4
6_report: 3.10 / NS[0] / 4
[flip-flops by register name, summed over array words and instances, names as in the netlist]
register,flops
one_sec_tick,1
count,4
state,4
clk_div,27
[final cells by class]
cell class | instances | area (sq um)
Clock buffer | 7 | 96.3
Fill cell | 1088 | 8110
Inverter | 6 | 22.5
Multi-Input combinational cell | 133 | 850
Sequential cell | 36 | 902
Tap cell | 136 | 170
Timing Repair Buffer | 8 | 77.6
Power and IR drop assume default switching activity.
